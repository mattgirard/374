### design/flow/run.sh
#!/bin/bash
# OpenROAD 26Q1-2900-gdf79404cd8, Yosys 0.63+post, stock flow scripts
make -C /OpenROAD-flow-scripts/flow DESIGN_CONFIG=/design/flow/config.mk WORK_HOME=/design/flow/orfs finish
### design/flow/config.mk
export PLATFORM = sky130hd
export DESIGN_NAME = program_counter
export DESIGN_NICKNAME = program_counter
export VERILOG_FILES = /design/flow/design.v
export SDC_FILE = /design/flow/constraint.sdc
export NUM_CORES = 4
export LEC_CHECK = 1
export CORE_UTILIZATION = 30
### design/flow/constraint.sdc
current_design program_counter

set clk_period 2.7
set clk_io_pct 0.2

create_clock -name clk0 -period $clk_period [get_ports {clock}]

set non_clock_inputs [all_inputs -no_clocks]
set_input_delay [expr $clk_period * $clk_io_pct] -clock clk0 $non_clock_inputs
set_output_delay [expr $clk_period * $clk_io_pct] -clock clk0 [all_outputs]
### design/flow/design.v
module program_counter
#(
    parameter DATA_WIDTH = 32,
    parameter INIT = 32'h0
)
(
    input wire clear,          
    input wire clock,          
    input wire enable,         
    input wire inc_PC,         
    output reg [DATA_WIDTH-1:0] pc_out  
);
reg [DATA_WIDTH-1:0] pc_reg;
initial pc_reg = INIT;
always @(posedge clock or posedge clear) begin
    if (clear) begin
        pc_reg <= INIT;
    end
    else if (enable && inc_PC) begin
        pc_reg <= pc_reg + 1;
    end
end
assign pc_out = pc_reg;
endmodule
==> deck_impl_summary.md <==
Implementation Results

Final timing
  • RSZ-0062 raised after global routing: no
  • Final TNS setup: 0 ns
  • Setup Viol. Count Final: 0
  • Final hold violation count: 0
  • Slew Limit Fails: 0
  • Relative slew margins: between 60 and 70%
  • Tmin final: 1.985 ns
  • Final period utilization: 73.52%
  • Worst Tran Pin Value: 0.5339 ns
  • Clk_skew: 0.005475 ns
  • Fmax: 0.5037 GHz

CTS
  • CTS root buffer: clkbuf_8
  • CTS-repair resized insts: 0
  • Post-CTS Hold Buffers: 0
  • Clock Tree Buf Depth: 2
  • H-tree depth: 2
  • Post-CTS Setup Bufs: 0
  • Clk latency late pin: 0.28 ns
  • Clock sink count: 32
  • Worst-path clk slew: 0.07 ns
  • TritonCTS clock tree: built
  • CTS Buf Count: 5

Pwr
  • NetSw: 293.6 uW
  • PD cells: between 600 and 700 mW/mm^2
  • Pleak: 0.0008526 uW
  • Part of the power in registers: 46.4%
  • Clock share of power: between 30% and 40%
  • Net switching fraction of the power: 23.32%
  • Pint: 965.7 uW
  • Gate power share: between 10% and 20%
  • Max IR drop VDD: 0.4563 mV

Logic synthesis
  • Cell Area, Synth: 0.001473 sq mm
  • Post-synthesis sequential area ratio: 54.38%
  • Yosys stat cell total: between 100 and 150
  • Synth Instances: 128
  • Area leader, netlist: dfrtp_1
  • Post-synth EDFFs: 0
  • Yosys stat area: 0.001473 sq mm
  • Synthesized flop and latch total: 32
  • Yosys cell types: 20
  • Synth Warn #: 2
  • Synth Flop Type: dfrtp_1
  • Max-area cell share: 54.38%
  • Top cells by area: dfrtp_1 54%, xnor2_1 15%, nand4_1 6.8%, nand3_1 3.7%, and3_1 3.4%
  • Asr flop ratio synth: approximately 100%
  • Syn_area_per_cell: 11.51 sq um

Global routing
  • Vias in the first global route: 1096
  • Antenna violations before repair: 0
  • Met1 Usage GRT: 21.17%
  • GRT overflow: 0
  • First-pass GRT wire length: 5237 um
  • Largest net degree at the start of global routing: 33
  • Grt peak-use layer: met1
  • Met2 Use GR: 19.11%
  • Met3 usage: about 3.4%
  • Total GRT Usage: 13.19%

Cells and area
  • Fraction of layout cells with a size suffix above 1: 8.772%
  • Layout area overhead: 38.23%
  • Final design utilization: 43.10%
  • Largest register FFs: 32

Detailed routing
  • Post-route antenna net violation count: 0
  • DRC viols: 0
  • Wirelength, routed: 3017 um
  • First-pass iteration count of the detailed router: 4
  • 1st-iter DRT viols: 59
  • Vias: 1128
  • Vias per cell: 4.739
  • WL/cell: 12.68 um
  • Ant. Diodes: 0

Place
  • GPL Wtd Cong: 0.8127
  • Buffers on Ports: 35
  • Post-DP HPWL: 2028 um

Setup path
  • CP endpoint: pc_reg[21]
  • Crit end category: flip-flop
  • Crit path DRT: 2.86 ns
  • Reg-to-reg slack, setup: 1.07 ns
  • Worst Setup Path Type: input port to flip-flop
  • Arr. time, crit path: 2.15 ns
  • CP max FO: 9
  • CP Launch Point: inc_PC
  • R2R cell count: 4
  • Reg2reg start: pc_reg[0]
  • Startpoint Class: input port
  • Worst R2R End: pc_reg[21]

Floorplan
  • Die Y: 72.07 um
  • I/O pin count: 36
  • DIE AREA: a little over 0.005 sq mm
  • Core Util at FP: a little under a third
  • Die width: 72.07 um
  • Std cell rows: 25
  • Core ar.: 0.004723 sq mm

Outcome
  • Status: complete, no violations

Flow run
  • Maxcap violations: 0
  • Tool Warnings: 25

Hold path
  • Worst Hold Class: flip-flop to flip-flop
==> cell usage in the layout, fill, tap and decap left out, drive strengths merged <==
| master | n |
|---|---|
| inv | 3 |
| dfrtp | 32 |
| xnor2 | 26 |
| nor2 | 6 |
| nand4 | 16 |
| nand2 | 8 |
| mux2 | 1 |
| clkdlybuf4s50 | 35 |
| xor2 | 5 |
| nor4 | 3 |
| nor3 | 3 |
| bufinv | 1 |
| ha | 1 |
| clkbuf | 7 |
| nand3 | 12 |
| buf | 2 |
| and3 | 8 |
| and4 | 2 |
==> cell usage after synthesis (all sizes together), types with 2 or more instances <==
cell type and instances:
nand4 16, nand2 8, xor2 5, and3 8, nor2 6, nor3 3
and4 2, nand3 12, buf 2, xnor2 26, inv 3, dfrtp 32
nor4 3
==> cells by family after synthesis <==
logic type | share of synthesized area, %
muxes | 0.7646
and+or+nand+nor | 23.96
DFF | 54.38
buffers and inverters | 1.614
xor gates and xnor gates | 18.44
adders and majority gates | 0.8495
==> through the flow <==
stage / total power (uW) / std cells / worst slack (ns) / instance area (sq um) / hold slack, ns
2_1_floorplan: 659.6 / 128 / 1.210 / 1473 / 0.4244
3_3_place_gp: 770.0 / 230 / 0.4616 / 1909 / 0.4596
3_5_place_dp: 772.0 / 230 / 0.4496 / 1909 / 0.4674
4_1_cts: 1274 / 238 / 0.7139 / 2036 / 0.4763
5_1_grt: 1329 / 238 / 0.6083 / 2036 / 0.5195
6_report: 1259 / 238 / 0.7148 / 2036 / 0.4785
==> layout make-up <==
type | count | area (sq um)
Fill cell | 428 | 2688
Sequential cell | 32 | 800.8
Multi-Input combinational cell | 91 | 648.1
Timing Repair Buffer | 37 | 365.4
Clock buffer | 7 | 96.34
Tap cell | 67 | 83.83
Clock inverter | 1 | 30.03
Inverter | 3 | 11.26
==> critical path, stage by stage <==
cell             delay (ns)
clkdlybuf4s50_1        0.56
nand3_4                0.13
nor4_4                 0.55
nand4_1                0.19
xnor2_1                0.17
==> power groups by stage <==
stage     Combinational [uW]  Clock, uW  Sequential, uW
4_1_cts                  182        506             586
6_report                 179        496             584
5_1_grt                  199        538             592
==> per-layer routing <==
metal,vias up,wire (um)
met5,-,0
met4,0,23
met1,540,1477
met3,4,184
li1,538,-
met2,46,1331
==> how the worst min path moves through the flow <==
stage	start	endpoint	slack (ns)	cells past startpoint
final	pc_reg[31]	pc_reg[31]	0.48	1
after CTS	pc_reg[31]	pc_reg[31]	0.48	1
after global routing	pc_reg[29]	pc_reg[29]	0.52	1
Power is estimated from default activity; no workload was simulated.
