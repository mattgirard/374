[./design.v]
module register64 #(parameter DATA_WIDTH_IN = 64, DATA_WIDTH_OUT = 64, INIT = 64'h0)(
	input clear, clock, enable, 
	input [DATA_WIDTH_IN-1:0]BusMuxOut,
	output wire [DATA_WIDTH_OUT-1:0]BusMuxIn
);
reg [DATA_WIDTH_IN-1:0]q;
initial q = INIT;
always @ (posedge clock)
		begin 
			if (clear) begin
				q <= {DATA_WIDTH_IN{1'b0}};
			end
			else if (enable) begin
				q <= BusMuxOut;
			end
		end
	assign BusMuxIn = q[DATA_WIDTH_OUT-1:0];
endmodule
[./run.sh]
#!/bin/bash
# OpenROAD 26Q1-2900-gdf79404cd8, Yosys 0.63+post, stock flow scripts
make -C /OpenROAD-flow-scripts/flow DESIGN_CONFIG=/design/flow/config.mk WORK_HOME=/design/flow/orfs finish
[./config.mk]
export PLATFORM = sky130hd
export DESIGN_NAME = register64
export DESIGN_NICKNAME = register64
export VERILOG_FILES = /design/flow/design.v
export SDC_FILE = /design/flow/constraint.sdc
export NUM_CORES = 4
export LEC_CHECK = 1
export CORE_UTILIZATION = 50
[./constraint.sdc]
current_design register64

set clk_period 1.0
set clk_io_pct 0.2

create_clock -name clk0 -period $clk_period [get_ports {clock}]

set non_clock_inputs [all_inputs -no_clocks]
set_input_delay [expr $clk_period * $clk_io_pct] -clock clk0 $non_clock_inputs
set_output_delay [expr $clk_period * $clk_io_pct] -clock clk0 [all_outputs]
==> impl_metrics.tcl <==
# yosys + openroad results
set metrics [dict create \
    overflow 0 \
    grt_pass1_vias 1908 \
    peakVddDrop_v 0.00150 \
    ctsHoldBuffers 0 \
    slew_headroom_pct 85.1 \
    crit_path_max_incr_delay_ps 320 \
    first_iter_violations 98 \
    openroad.warnings 27 \
    htreeDepth 3 \
    grt_start_max_net_pins 38 \
    clock-sinks 64 \
    grt_util_met2_pct 37.5 \
    die_height_um 69.7 \
    reg2reg_depth 3 \
    syn2layout_area_growth_pct 57.7 \
    ios 131 \
    instances_no_fill 399 \
    design_area_sq_um 3610 \
    drv_slew 0 \
    finClkSkew_ps 0 \
    numPortBuffers 130 \
    path_buffers 1 \
    clock_path_buffers 2 \
    grtUsageTotal_pct 24.8 \
    ys_seq_share_pct 55.9 \
    r2r_end "q[18]" \
    drc 0 \
    leakage_nw 1.80 \
    top_register "q" \
    insertion_delay_ps 320 \
    core_util_floorplan_pct 52.3 \
    fin_crit_sh_pct 96.5 \
    vias 1916 \
    startpoint "q[14]" \
    gr-usage-met1_pct 36.1 \
    cts_made_buffers 9 \
    rows 24 \
    ys_cells 206 \
    routed_wl_um 5780 \
    endpoint "BusMuxIn[14]" \
    powerDensity_nw_per_um2 1540 \
    postSynthAreaPerCell_sq_um 11.1 \
    synth_area_sq_um 2290 \
    synthTopCellsByArea "dfxtp_1, mux2i_1, nor2_1" \
    antenna_found_initial 0 \
    slowest_stage "dfxtp_2" \
    crit_fanout 2 \
    cts_tree "built" \
    yosysTopAreaCell "dfxtp_1" \
    top_area_share_pct 55.9 \
    dp_cells 380 \
    synthCells 206 \
    hold_violations 0 \
    path_depth 1 \
    cts-root-buf "clkbuf_8" \
    design.core.area_sq_um 4380 \
    dpl.hpwl_um 3770 \
    end_kind "output port" \
    crit_family "flip-flops" \
    grt_pass1_wl_um 9200 \
    cp_data_required_time_ps 800 \
    max_cap_violations 0 \
    first_pass_iters 4 \
    dpl_cell_area_sq_um 3630 \
    crit_chain "buf_2" \
    startpoint_type "flop" \
    setup_ws_ps 34.7 \
    fin_crit_ps 965 \
    status "finished clean" \
    clkTransAtPathRegs_ps 60 \
    worst_pin_slew_ps 217 \
    dieArea_sq_um 4860 \
    largest_reg_flops 64 \
    gp_congestion 0.771 \
    ys_chip_area_sq_um 2290 \
    ant_nets 0 \
    largestRegisters "q x64" \
    numSynthFlops 64 \
    via_per_inst 4.80 \
    yosysWarnings 1 \
    worstReg2RegStart "q[18]" \
    path_class "reg2out" \
    die_w_um 69.7 \
    use_met3_pct 9.14 \
    hold_path.class "in2reg" \
    setup_viol 0 \
    global_route.peak_usage_layer "met2" \
    reg2reg_setup_slack_ps 180 \
    crit_arrival_ps 770 \
    max_freq_mhz 1040 \
    drive_gt1_share_pct 44.7 \
    dp_slack_ps -32.7 \
    antenna-diode-count 0 \
    rsz0062_at_grt "true" \
    avgRoutedWirePerCell_um 14.5 \
    ys_types 7 \
]
per-layer routing:
| metal | part of all wire [%] | vias to the layer above |
|---|---|---|
| li1 | - | 955 |
| met4 | 2.1 | 0 |
| met1 | 45 | 863 |
| met5 | 0 | - |
| met3 | 9.0 | 12 |
| met2 | 44 | 86 |
repair_timing:
item,CTS,global route
gates resized,259,0
pin swaps,0,0
endpoints found under the hold margin,0,0
endpoints found under the setup margin,64,2
buffers inserted,6,0
gates cloned,0,0
kinds of logic (layout without fill, tap and decap cells):
logic type | count (synthesis) | after routing | synth area share, %
AND/OR/NAND/NOR | 64 | 64 | 10.5
flip-flops | 64 | 64 | 55.9
buffers and inverters | 14 | 155 | 5.63
multiplexers | 64 | 64 | 28.0
layout by cell type, fill, tap and decap left out:
cell and n:
buf_2 65, clkdlybuf4s50_1 64, clkbuf_8 13, buf_12 5
nor2_1 64, dfxtp_2 64, buf_4 8, mux2i_1 64
power by group:
| group | switching [W] | internal, W | total, W |
|---|---|---|---|
| registers | 0.0000700 | 0.00273 | 0.00280 |
| clock network | 0.000856 | 0.00113 | 0.00199 |
| logic | 0.000268 | 0.000519 | 0.000787 |
worst min-delay path by stage:
stage         cells past startpoint     to   from
CTS                               3  q[31]  clear
global route                      3  q[26]  clear
finish                            3  q[27]  clear
through the flow:
step | power [W] | setup TNS, ps | utilization, % | hold slack [ps]
CTS | 0.00563 | 0 | 82.4 | 277
finish | 0.00558 | 0 | 82.4 | 288
global placement | 0.00370 | -0.0326 | 82.8 | 471
global route | 0.00581 | -3.46 | 82.4 | 288
detailed placement | 0.00373 | -50.4 | 82.8 | 481
floorplan | 0.00312 | 0 | - | 347
cell usage after synthesis:
cell type,number
buf_1,6
buf_6,1
buf_8,6
clkbuf_2,1
dfxtp_1,64
mux2i_1,64
nor2_1,64
cell type report:
class                           count  area (sq um)
Sequential cell                    64          1360
Timing Repair Buffer              142          1130
Multi-Input combinational cell    128           881
Fill cell                         272           772
Clock buffer                       13           179
Tap cell                           52          65.1
Power is estimated from default activity; no workload was simulated.
